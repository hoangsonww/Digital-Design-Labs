==> flow/design.v <==
typedef enum logic [2:0] {
    IDLE = 3'b000,
    L1   = 3'b001,
    L2   = 3'b011,
    L3   = 3'b010,
    R1   = 3'b101,
    R2   = 3'b111,
    R3   = 3'b110,
    LR3  = 3'b100
} t_tbird_lights_state;
module tbird_fsm (
    input  logic       clk,
    input  logic       rst_b,
    input  logic       left,
    input  logic       right,
    input  logic       haz,
    output logic [2:0] l_lights,
    output logic [2:0] r_lights
);
    t_tbird_lights_state state;
    always_ff @(posedge clk or negedge rst_b) begin
        if (~rst_b)
            state <= IDLE;
        else
        case (state)
            IDLE: begin
                if ( (left & right) | haz)
                    state <= LR3;
                else if (left)
                    state <= L1;
                else if (right)
                    state <= R1;
                else
                    state <= IDLE;
            end
            L1:  state <= haz ? LR3 : L2;
            L2:  state <= haz ? LR3 : L3;
            L3:  state <= haz ? LR3 : L1;
            R1:  state <= haz ? LR3 : R2;
            R2:  state <= haz ? LR3 : R3;
            R3:  state <= haz ? LR3 : R1;
            LR3: state <= IDLE;
        endcase
    end
    always_comb begin
        case (state)
            IDLE: begin
                l_lights = 3'b000;
                r_lights = 3'b000;
            end
            L1: begin
                l_lights = 3'b001;
                r_lights = 3'b000;
            end
            L2: begin
                l_lights = 3'b010;
                r_lights = 3'b000;
            end
            L3: begin
                l_lights = 3'b011;
                r_lights = 3'b000;
            end
            R1: begin
                l_lights = 3'b000;
                r_lights = 3'b001;
            end
            R2: begin
                l_lights = 3'b000;
                r_lights = 3'b010;
            end
            R3: begin
                l_lights = 3'b000;
                r_lights = 3'b011;
            end
            LR3: begin
                l_lights = 3'b111;
                r_lights = 3'b111;
            end
        endcase
    end
endmodule
==> flow/run.sh <==
#!/bin/bash
# OpenROAD 26Q1-2900-gdf79404cd8, Yosys 0.63+post, stock flow scripts
make -C /OpenROAD-flow-scripts/flow DESIGN_CONFIG=/design/flow/config.mk WORK_HOME=/design/flow/orfs finish
==> flow/config.mk <==
export PLATFORM = sky130hd
export DESIGN_NAME = tbird_fsm
export DESIGN_NICKNAME = tbird_fsm
export VERILOG_FILES = /design/flow/design.v
export SDC_FILE = /design/flow/constraint.sdc
export NUM_CORES = 4
export LEC_CHECK = 1
export CORE_AREA = 10 10 70 70
export DIE_AREA = 0 0 80 80
==> flow/constraint.sdc <==
current_design tbird_fsm

set clk_period 2.3
set clk_io_pct 0.2

create_clock -name clk0 -period $clk_period [get_ports {clk}]

set non_clock_inputs [all_inputs -no_clocks]
set_input_delay [expr $clk_period * $clk_io_pct] -clock clk0 $non_clock_inputs
set_output_delay [expr $clk_period * $clk_io_pct] -clock clk0 [all_outputs]
==> run summary <==
Latency at later pin = 240 ps
Final WL = 755 µm
P_leak = 0.188 nW
Total CTS buffers = 3
Ys flops = 3
PD cells = 1090 nW/µm²
RSZ-0062 raised after global routing = true
Post-CTS sizing = 0
CP delay by family, top = buffers and inverters
Clock skew = 0.548 ps
Crit path arrival time = 1740 ps
Chip Width = 80 µm
Tool warnings = 31
Synth cell count leaders = ha_1, dfrtp_1, inv_1, o21ai_0
Wire per inst = 8.39 µm
Area of the die = 6400 µm²
Root cell of the clock tree = clkbuf_4
CP endpoint kind = output port
Post-layout period usage = 95.7%
Primary FF master, synth = dfrtp_1
Io pins = 11
N_diodes = 0
Final GP Congestion = 0.746
Pre-CTS WS = 275 ps
Fmax = 0.454 GHz
Pins Over Slew Limit = 0
Row count = 21
Detailed placement HPWL = 594 µm
# clock sinks = 3
Netlist cell types = 19
Yosys stat area = 305 µm²
VDD IR max = 178 µV
Count leader, synth = ha_1
PortBufs = 10
Synth Seq Share = 24.6%
Post-synth top area cell = dfrtp_1
Hold slack = 401 ps
Worst Path Required = 1840 ps
Final Hold Vio Count = 0
Initial antenna violation count = 0
Initial Utilization = 8.94%
Iter 0 DRT Violations = 9
Tmin final = 2200 ps
Total GRT Usage = 2.34%
Ys async rst share = 100%
Ys Warns = 1
Hold-fix buffers, CTS = 0
Crit path max-delay cell type = dfrtp_2
Clk slew on worst S/H paths = 40 ps
Clock buffer depth = 2
Via Count = 263
Hold WC Path Type = input port to async pin
Max capacitance violation total = 0
Status = complete, no violations
Syn Area/Cell = 9.54 µm²
Clock tree from TritonCTS = built
Setup Fix Bufs, Post-CTS = 0
Post-synth EDFFs = 0
Post-Syn Area = 305 µm²
Post-DRT Antenna Nets = 0
Crit Path Category = flop to output port
Slowest stage delay, CP = 450 ps
Die height = 80 µm
Synth top area share = 24.6%
Vias per cell = 2.92
Final setup vio count = 0
Filler cell count in the final layout = 400
Area growth, synth to finish = 54.5%
Most flops, register = state
Final WS setup = 99.7 ps
DRC Markers = 0
Crit path buffers/inverters = 2
Share of layout cells above drive strength 1 = 15.9%
Largest net degree at the start of global routing = 11
Cells in synth_stat.txt = 32
Reg2reg setup slack = 880 ps
Cell area leaders = dfrtp_1, ha_1, o21ai_0, mux2_4, nor2b_1
Relative slew slack = 80.0%
Vias in the first global route = 266
Largest regs = state (3)
Critical path launch point type = flop
Final Power = 0.516 mW
Grt total ovfl = 0
Drt pass-1 iters = 2
Worst slew pin tran = 300 ps
Global-route wire length before repair = 1.19 mm
CP max FO = 8
Post-Synthesis Cells = 32
Crit-path cells = inv_1 > ha_1 > mux2_2 > clkdlybuf4s50_1
Max reg flops = 3
H-tree depth = 1
Core ar. = 3420 µm²
[stage by stage]
step	TNS, ps	cells	cell area [µm²]	utilization, %
2_1_floorplan	0	32	305	-
3_3_place_gp	0	86	444	13.0
3_5_place_dp	0	86	444	13.0
4_1_cts	0	90	470	13.8
5_1_grt	-6.65	90	472	13.8
6_report	0	90	472	13.8
[layout by cell type (no fill, tap or decap)]
| master | count |
|---|---|
| nor2b_1 | 2 |
| a31oi_1 | 1 |
| o21ai_2 | 1 |
| clkbuf_4 | 3 |
| mux2_2 | 1 |
| inv_1 | 3 |
| xor2_1 | 1 |
| dfrtp_1 | 2 |
| ha_1 | 6 |
| o21ai_0 | 3 |
| dfrtp_2 | 1 |
| mux2_4 | 1 |
| clkdlybuf4s50_1 | 10 |
| a21oi_1 | 1 |
| clkbuf_1 | 1 |
| nor3_1 | 2 |
| nor3b_1 | 1 |
| and3_1 | 1 |
| and2_1 | 1 |
| nor2_1 | 1 |
| o31a_1 | 1 |
[kinds of logic after synthesis]
logic type	Yosys count	synth area share, %
multiplexers	2	8.60
buffers and inverters	5	9.84
AND/OR/NAND/NOR	8	15.2
AND-OR/OR-AND	7	14.3
flip-flops	3	24.6
adder cells (fa/ha/maj)	6	24.6
XOR/XNOR	1	2.87
[worst paths after layout]
check / startpoint / endpoint / cells after the start
worst min register to register: state[2] / state[2] / 1
worst max-delay path: state[1] / l_lights[0] / 4
max in group asynchronous: rst_b / state[1] / 1
min in group clk0: state[2] / state[2] / 1
worst min-delay path: rst_b / state[0] / 1
worst max register to register: state[1] / state[2] / 5
[layer usage]
layer,wire length [µm],up-vias,GRT usage (%)
met5,0,-,0
met3,106,2,1.93
met2,326,9,3.29
met4,14,0,0.704
li1,-,132,-
met1,308,120,2.60
[final cells by class]
type                       count  area (µm²)  area share [%]
tap                           46        57.6            12.2
clock buffer                   4        26.3            5.57
timing repair buffer          10         100            21.2
multi-input combinational     24         200            42.4
inverter                       3        11.3            2.39
sequential                     3        76.3            16.2
[power by group]
group	total (mW)	leakage [nW]	switching, mW	internal, mW
clock	0.0950	0.0150	0.0298	0.0652
combinational	0.306	0.137	0.0927	0.213
sequential	0.115	0.0365	0.0420	0.0730
total	0.516	0.188	0.165	0.352
[worst register-to-register path: stages (launching register included)]
cell and delay (ps):
dfrtp_2 420, inv_1 120, ha_1 250, mux2_4 290, o21ai_2 130, o31a_1 140
Power and IR drop assume default switching activity.
