==> flow/design.v <==
module up_down_counter #(
parameter N = 4
) (
input logic clk,
input logic en_b,
input logic load_b,
input logic up,
input logic [N-1:0] load_in,
output logic [N-1:0] q,
output logic rco_b
);
always_ff @(posedge clk) begin
if (~en_b) begin
if (load_b) begin
q <= up ? q + 1 : q - 1;
end
else begin
q <= load_in;
end
end
end
assign rco_b = ~(up & (&q)) | (up | (&q));
endmodule
==> flow/run.sh <==
#!/bin/bash
# OpenROAD 26Q1-2900-gdf79404cd8, Yosys 0.63+post, stock flow scripts
make -C /OpenROAD-flow-scripts/flow DESIGN_CONFIG=/design/flow/config.mk WORK_HOME=/design/flow/orfs finish
==> flow/config.mk <==
export PLATFORM = sky130hd
export DESIGN_NAME = up_down_counter
export DESIGN_NICKNAME = up_down_counter
export VERILOG_FILES = /design/flow/design.v
export SDC_FILE = /design/flow/constraint.sdc
export NUM_CORES = 4
export LEC_CHECK = 1
export CORE_AREA = 10 10 70 70
export DIE_AREA = 0 0 80 80
==> flow/constraint.sdc <==
current_design up_down_counter

set clk_period 2.9
set clk_io_pct 0.2

create_clock -name clk0 -period $clk_period [get_ports {clk}]

set non_clock_inputs [all_inputs -no_clocks]
set_input_delay [expr $clk_period * $clk_io_pct] -clock clk0 $non_clock_inputs
set_output_delay [expr $clk_period * $clk_io_pct] -clock clk0 [all_outputs]
==> results.toml <==
# yosys + openroad results
[cts]
cts_tree = "done"
post_cts_hold_buffer_count = 0
cts-htree-levels = 1
clkTransAtPathRegs_ns = 0.03
cts_setup_buffers = 0
root_buffer = "clkbuf_4"
clock_sink_count = 4
numCtsBuffers = 3
worstSkewPairLatency_ns = 0.23
ctsResizeCount = 0
cts-root-to-sink-buffers = 2

[yosys]
synth.ff_latch_count = 4
post_synth_instance_area_sq_um = 271.5
netlist.area_leader.share = 0.4424
yosys_area_sq_um = 271.5
synth_sequential_area_ratio = 0.4424
post_synth_main_area_contributors = "edfxtp_1 (44%), ha_1 (9.2%), fa_1 (7.4%), xnor2_1 (6.5%), and4_4 (4.1%)"
netlist_top_cells_count = "edfxtp_1 (4), inv_1 (3), a21oi_1 (2), ha_1 (2), xnor2_1 (2)"
ys_async_sr_fraction = 0
cell_type_count = 16
main_synth_ff_type = "edfxtp_1"
synth_top_cell_by_count = "edfxtp_1"
edf_count = 4
post_synth_inst_count = 24
synth_top_cell_by_area = "edfxtp_1"
yosysCellCount = 24
avgSynthCellArea_sq_um = 11.31
yosys_warnings = 1

[timing]
timing_max_transition_violations_final = 0
max_freq_mhz = 472.9
timing.clock.skew_ns = 0.0003682
period_needed_ns = 2.114
rsz_0062_raised_after_global_routing = "no"
total_setup_violations_reported_at_the_end_of_the_flow = 0
finalClockPeriodUsage = 0.7291
number_of_failing_hold_endpoints_at_the_final_stage = 0
setup_tns_ns = 0

[critical_path]
timing.critical_path.to = "q[3]"
crit-reg2reg-launch = "q[2]"
critical_path.reg2reg.endpoint = "q[3]"
crit_fanout = 3
slowest_delay_ns = 0.50
critical_path.startpoint = "up"
critPathKind = "in -> reg"
crit_path_top_delay_cell = "clkdlybuf4s50_1"
worstPathArrival_ns = 2.09
critical_path_required_ns = 2.88
timing.reg2reg.worst_path_depth = 4
crit_path_cell_trace = "clkdlybuf4s50_1 -> inv_1 -> ha_1 -> a21oi_1 -> a211oi_1 -> a211o_1"
rrSetupSlack_ns = 1.35
critical_path_end_type = "register"
critPathLaunchType = "input pin"

[job]
cap_viol_max_count = 0
tool_warning_count = 25

[final_layout]
area_growth_pct = 67.28
largestRegisters = "q (4)"
number_of_flip_flops_under_the_largest_register_name = 4
utilization = 0.1330
top_register = "q"
post_route_cells_drive_above_1_share = 0.1351

[die]
io_pins = 13
floorplan.die_area_sq_mm = 0.006400
die-width_um = 80
fp.coreArea_sq_mm = 0.003416
core_util_floorplan = 0.07949
chipHeight_um = 80
fp-row-count = 21

[route]
dr.max_layer_used = "met4"
vias = 228
insertedDiodeCount = 0
wl_met2_um = 262
drtPass1Iterations = 1
detailedRoute.firstIterationViolations = 0
viasPerCell = 2.747
met3RoutedLength_um = 130
postRouteWirelength_um = 700
remaining_drc_errors = 0
wl_per_cell_um = 8.434
wl_met1_um = 289
detail-route-antenna-nets = 0

[placed_design]
hpwl_after_detailed_placement_um = 619.7
place.gp.congestion = 0.7383
numPortBuffers = 11

[global_route]
gr-usage-all-layers = 0.02188
grt_pass1_vias = 244
maximum_number_of_pins_on_one_net_before_global_route_repair = 6
antenna_found_initial = 0
sum_of_overflow_across_all_layers_after_global_routing = 0
grt_first_pass_wirelength_um = 1062

[power_and_ir_drop]
leakagePower_nw = 0.1678
power_density_mw_per_mm2 = 429.7
ir_drop_mv = 0.06869

[outcome]
result_of_the_run = "finished clean"

[worst_hold_path]
min_path_type = "reg -> reg"
per-layer routing:
layer	global-route usage	vias up
met5	0	-
met1	0.02428	103
met4	0.005282	0
met2	0.02889	11
met3	0.02159	3
li1	-	111
cell usage in the layout (no fill, tap or decap):
cell type / Yosys / layout
fa_1: 1 / 1
mux2_2: 1 / 1
a211oi_1: 1 / 1
nand3_1: 1 / 1
ha_1: 2 / 2
clkdlybuf4s50_1: 0 / 11
xnor2_1: 2 / 2
nor2_1: 1 / 1
clkbuf_4: 0 / 3
nand2_1: 1 / 1
a21oi_1: 2 / 2
o21ai_0: 1 / 1
inv_1: 3 / 3
conb_1: 1 / 1
and4_4: 1 / 1
edfxtp_1: 4 / 4
a211o_1: 1 / 1
per-stage QoR:
| step | worst slack (ns) | std cells | hold WS [ns] | area (sq um) | power, W |
|---|---|---|---|---|---|
| 2_1_floorplan | 1.158 | 24 | 0.6099 | 271.5 | 0.0001020 |
| 5_1_grt | 0.7035 | 83 | 0.7520 | 454.2 | 0.0002094 |
| 3_3_place_gp | 0.5411 | 80 | 0.6816 | 431.7 | 0.0001280 |
| 4_1_cts | 0.7720 | 83 | 0.6980 | 454.2 | 0.0001999 |
| 3_5_place_dp | 0.5358 | 80 | 0.6914 | 431.7 | 0.0001289 |
| 6_report | 0.7856 | 83 | 0.6927 | 454.2 | 0.0001952 |
layout make-up:
class / count / area (sq um)
clock buffer: 3 / 22.52
sequential: 4 / 120.1
timing repair buffer: 11 / 110.1
fill: 400 / 2962
tap: 46 / 57.56
multi-input combinational: 16 / 132.6
inverter: 3 / 11.26
cells by family after synthesis:
family,Yosys count,synth area share
DFF,4,0.4424
buffers and inverters,4,0.06913
muxes,1,0.04147
xor gates and xnor gates,2,0.06453
other,1,0.01381
adders and majority gates,3,0.1659
and+or+nand+nor,4,0.08751
AOI/OAI and AO/OA,5,0.1152
worst min path at each step:
stage         from  endpoint  slack [ns]  depth (start not counted)
finish        q[0]      q[0]        0.69                          1
global route  q[0]      q[0]        0.75                          1
CTS           q[0]      q[0]        0.70                          1
report_power, final:
group	total, W	switching, W	internal [W]
logic	0.0000502	0.0000174	0.0000328
clock network	0.0000679	0.0000217	0.0000462
registers	0.0000771	0.00000470	0.0000724
worst max-delay path: cells and delay by family:
kind | cells | cell delay, ns
buffers and inverters | 2 | 0.59
AND-OR/OR-AND | 3 | 0.58
adder cells (fa/ha/maj) | 1 | 0.35
No activity file was given, so power comes from the tool's default toggle rates.
